==> ./design.v <==
typedef enum logic [7:0] {DETECT_QUIET, DETECT_ACTIVE, POLLING_ACTIVE, POLLING_ACTIVE_START_TS1, POLLING_CONFIG, CONFIG_LINKWIDTH_START, CONFIG_LINKWIDTH_ACCEPT, CONFIG_LANENUM_ACCEPT, CONFIG_COMPLETE, CONFIG_IDLE, L0} LTSSM_State;
typedef enum logic [7:0] {NONE, SKP, TS1, TS2} OsType;
module b8b10dec(
  input clk,
  input reset_n,
  input en_n,
  input enable_reverse,
  input[9:0] rxdata,
  output logic rxdatak,
  output logic [7:0] dec_final_rxdata
);
  logic[9:0] clkd_rxdata;
  logic[8:0] decodeout;
  logic[9:0] rxdatarev;
  logic decdispin;
  logic decodedisp, decodeerr, disperr;
  initial begin
    decdispin <= 0;
    clkd_rxdata = 0;
  end
  generate
    for(genvar i=0; i<10; i++) begin
      assign rxdatarev[i] = enable_reverse ? clkd_rxdata[9-i] : clkd_rxdata[i];
    end
  endgenerate
  decode DUTD (rxdatarev, decdispin, decodeout, decodedisp, decodeerr, disperr) ;
  always @(posedge clk) begin
    if(!(clkd_rxdata == rxdata)) begin
      decdispin <= decodedisp;
      clkd_rxdata <= rxdata;
    end
  end
  assign dec_final_rxdata = decodeout[7:0];
  assign rxdatak = decodeout[8];
endmodule
module decode (datain, dispin, dataout, dispout2, code_err, disp_err) ;
  input [9:0]   datain ;
  input		dispin ;
  output [8:0]	dataout ;
  output	dispout2 ;
  output	code_err ;
  output	disp_err ;
  wire ai = datain[0] ;
  wire bi = datain[1] ;
  wire ci = datain[2] ;
  wire di = datain[3] ;
  wire ei = datain[4] ;
  wire ii = datain[5] ;
  wire fi = datain[6] ;
  wire gi = datain[7] ;
  wire hi = datain[8] ;
  wire ji = datain[9] ;
  wire aeqb = (ai & bi) | (!ai & !bi) ;
  wire ceqd = (ci & di) | (!ci & !di) ;
  wire p22 = (ai & bi & !ci & !di) |
	     (ci & di & !ai & !bi) |
	     ( !aeqb & !ceqd) ;
  wire p13 = ( !aeqb & !ci & !di) |
	     ( !ceqd & !ai & !bi) ;
  wire p31 = ( !aeqb & ci & di) |
	     ( !ceqd & ai & bi) ;
  wire p40 = ai & bi & ci & di ;
  wire p04 = !ai & !bi & !ci & !di ;
  wire disp6a = p31 | (p22 & dispin) ;  
   wire disp6a2 = p31 & dispin ;   
   wire disp6a0 = p13 & ! dispin ;  
  wire disp6b = (((ei & ii & ! disp6a0) | (disp6a & (ei | ii)) | disp6a2 |
		  (ei & ii & di)) & (ei | ii | di)) ;
  wire p22bceeqi = p22 & bi & ci & (ei == ii) ;
  wire p22bncneeqi = p22 & !bi & !ci & (ei == ii) ;
  wire p13in = p13 & !ii ;
  wire p31i = p31 & ii ;
  wire p13dei = p13 & di & ei & ii ;
  wire p22aceeqi = p22 & ai & ci & (ei == ii) ;
  wire p22ancneeqi = p22 & !ai & !ci & (ei == ii) ;
  wire p13en = p13 & !ei ;
  wire anbnenin = !ai & !bi & !ei & !ii ;
  wire abei = ai & bi & ei & ii ;
  wire cdei = ci & di & ei & ii ;
  wire cndnenin = !ci & !di & !ei & !ii ;
  wire p22enin = p22 & !ei & !ii ;
  wire p22ei = p22 & ei & ii ;
  wire p31dnenin = p31 & !di & !ei & !ii ;
  wire p31e = p31 & ei ;
  wire compa = p22bncneeqi | p31i | p13dei | p22ancneeqi | 
		p13en | abei | cndnenin ;
  wire compb = p22bceeqi | p31i | p13dei | p22aceeqi | 
		p13en | abei | cndnenin ;
  wire compc = p22bceeqi | p31i | p13dei | p22ancneeqi | 
		p13en | anbnenin | cndnenin ;
  wire compd = p22bncneeqi | p31i | p13dei | p22aceeqi |
		p13en | abei | cndnenin ;
  wire compe = p22bncneeqi | p13in | p13dei | p22ancneeqi | 
		p13en | anbnenin | cndnenin ;
  wire ao = ai ^ compa ;
  wire bo = bi ^ compb ;
  wire co = ci ^ compc ;
  wire doh = di ^ compd ;
  wire eo = ei ^ compe ;
  wire feqg = (fi & gi) | (!fi & !gi) ;
  wire heqj = (hi & ji) | (!hi & !ji) ;
  wire fghj22 = (fi & gi & !hi & !ji) |
		(!fi & !gi & hi & ji) |
		( !feqg & !heqj) ;
  wire fghjp13 = ( !feqg & !hi & !ji) |
		 ( !heqj & !fi & !gi) ;
  wire fghjp31 = ( (!feqg) & hi & ji) |
		 ( !heqj & fi & gi) ;
  wire dispout = (fghjp31 | (disp6b & fghj22) | (hi & ji)) & (hi | ji) ;
  assign dispout2 = (datain == 10'h346) ? dispin : dispout;;
  wire ko = ( (ci & di & ei & ii) | ( !ci & !di & !ei & !ii) |
		(p13 & !ei & ii & gi & hi & ji) |
		(p31 & ei & !ii & !gi & !hi & !ji)) ;
  wire alt7 =   (fi & !gi & !hi &  
		 ((dispin & ci & di & !ei & !ii) | ko |
		  (dispin & !ci & di & !ei & !ii))) |
		(!fi & gi & hi &  
		 (( !dispin & !ci & !di & ei & ii) | ko |
		  ( !dispin & ci & !di & ei & ii))) ;
  wire k28 = (ci & di & ei & ii) | ! (ci | di | ei | ii) ;
  wire k28p = ! (ci | di | ei | ii) ;
  wire fo = (ji & !fi & (hi | !gi | k28p)) |
	    (fi & !ji & (!hi | gi | !k28p)) |
	    (k28p & gi & hi) |
	    (!k28p & !gi & !hi) ;
  wire go = (ji & !fi & (hi | !gi | !k28p)) |
	    (fi & !ji & (!hi | gi |k28p)) |
	    (!k28p & gi & hi) |
	    (k28p & !gi & !hi) ;
  wire ho = ((ji ^ hi) & ! ((!fi & gi & !hi & ji & !k28p) | (!fi & gi & hi & !ji & k28p) | 
			    (fi & !gi & !hi & ji & !k28p) | (fi & !gi & hi & !ji & k28p))) |
	    (!fi & gi & hi & ji) | (fi & !gi & !hi & !ji) ;
  wire disp6p = (p31 & (ei | ii)) | (p22 & ei & ii) ;
  wire disp6n = (p13 & ! (ei & ii)) | (p22 & !ei & !ii) ;
  wire disp4p = fghjp31 ;
  wire disp4n = fghjp13 ;
  assign code_err = p40 | p04 | (fi & gi & hi & ji) | (!fi & !gi & !hi & !ji) |
		    (p13 & !ei & !ii) | (p31 & ei & ii) | 
		    (ei & ii & fi & gi & hi) | (!ei & !ii & !fi & !gi & !hi) | 
		    (ei & !ii & gi & hi & ji) | (!ei & ii & !gi & !hi & !ji) |
		    (!p31 & ei & !ii & !gi & !hi & !ji) |
		    (!p13 & !ei & ii & gi & hi & ji) |
		    (((ei & ii & !gi & !hi & !ji) | 
		      (!ei & !ii & gi & hi & ji)) &
		     ! ((ci & di & ei) | (!ci & !di & !ei))) |
		    (disp6p & disp4p) | (disp6n & disp4n) |
		    (ai & bi & ci & !ei & !ii & ((!fi & !gi) | fghjp13)) |
		    (!ai & !bi & !ci & ei & ii & ((fi & gi) | fghjp31)) |
		    (fi & gi & !hi & !ji & disp6p) |
		    (!fi & !gi & hi & ji & disp6n) |
		    (ci & di & ei & ii & !fi & !gi & !hi) |
		    (!ci & !di & !ei & !ii & fi & gi & hi) ;
  assign dataout = {ko, ho, go, fo, eo, doh, co, bo, ao} ;
   assign disp_err = ((dispin & disp6p) | (disp6n & !dispin) |
		      (dispin & !disp6n & fi & gi) |
		      (dispin & ai & bi & ci) |
		      (dispin & !disp6n & disp4p) |
		      (!dispin & !disp6p & !fi & !gi) |
		      (!dispin & !ai & !bi & !ci) |
		      (!dispin & !disp6p & disp4n) |
		      (disp6p & disp4p) | (disp6n & disp4n)) ;
endmodule
==> ./run.sh <==
#!/bin/bash
# OpenROAD 26Q1-2900-gdf79404cd8, Yosys 0.63+post, stock flow scripts
make -C /OpenROAD-flow-scripts/flow DESIGN_CONFIG=/design/flow/config.mk WORK_HOME=/design/flow/orfs finish
==> ./config.mk <==
export PLATFORM = sky130hd
export DESIGN_NAME = b8b10dec
export DESIGN_NICKNAME = b8b10dec
export VERILOG_FILES = /design/flow/design.v
export SDC_FILE = /design/flow/constraint.sdc
export NUM_CORES = 4
export LEC_CHECK = 1
export CORE_AREA = 10 10 93 93
export DIE_AREA = 0 0 103 103
==> ./constraint.sdc <==
current_design b8b10dec

set clk_period 4.1
set clk_io_pct 0.2

create_clock -name clk0 -period $clk_period [get_ports {clk}]

set non_clock_inputs [all_inputs -no_clocks]
set_input_delay [expr $clk_period * $clk_io_pct] -clock clk0 $non_clock_inputs
set_output_delay [expr $clk_period * $clk_io_pct] -clock clk0 [all_outputs]
==> node_exporter_impl.prom <==
# HELP chip_impl_metric Synthesis and place-and-route metrics
# TYPE chip_impl_metric gauge
chip_impl_metric{name="drive_above_1_share",unit=""} 0.284
chip_impl_metric{name="ys.flops",unit=""} 10
chip_impl_metric{name="floorplan.die.height",unit="um"} 103
chip_impl_metric{name="combinational_power_share",unit=""} 0.452
chip_impl_info{name="r2r-start",value="clkd_rxdata[7]$_DFFE_PP_"} 1
chip_impl_metric{name="grt_antenna_before_repair",unit=""} 0
chip_impl_info{name="outcome",value="finished, final reports clean"} 1
chip_impl_metric{name="final_hold_viols",unit=""} 0
chip_impl_info{name="regMostFlops",value="clkd_rxdata"} 1
chip_impl_info{name="cp-startpoint",value="enable_reverse"} 1
chip_impl_metric{name="timing.final.crit_share",unit=""} 0.939
chip_impl_metric{name="peakVddDrop",unit="V"} 0.000239
chip_impl_metric{name="port-buffer-count",unit=""} 20
chip_impl_metric{name="vias_per_std_cell",unit=""} 4.35
chip_impl_metric{name="syn_to_final_growth",unit="%"} 38.2
chip_impl_metric{name="worstSkewPairLatency",unit="ns"} 0.22
chip_impl_metric{name="ys.warnings.count",unit=""} 1
chip_impl_metric{name="drtPass1Iterations",unit=""} 4
chip_impl_metric{name="finClkSkew",unit="ns"} 0.00107
chip_impl_metric{name="drt-total-wl",unit="um"} 3120
chip_impl_metric{name="clk_pin_slew",unit="ns"} 0.04
chip_impl_info{name="critical_path.startpoint_type",value="input port"} 1
chip_impl_metric{name="detailedPlacementHpwl",unit="um"} 2420
chip_impl_metric{name="diodes",unit=""} 0
chip_impl_info{name="cts_tree",value="built"} 1
chip_impl_info{name="worstSetupPathType",value="in -> out"} 1
chip_impl_metric{name="ant_nets",unit=""} 0
chip_impl_metric{name="cts_hold_buf",unit=""} 0
chip_impl_metric{name="sw_frac_of_total",unit=""} 0.292
chip_impl_metric{name="maxCapViolCount",unit=""} 0
chip_impl_metric{name="core.rowCount",unit=""} 30
chip_impl_metric{name="largest_reg_flops",unit=""} 10
chip_impl_info{name="reg2reg_to",value="clkd_rxdata[6]$_DFFE_PP_"} 1
chip_impl_metric{name="first_global_vias",unit=""} 1070
chip_impl_metric{name="chipWidth",unit="um"} 103
chip_impl_info{name="endpoint",value="dec_final_rxdata[1]"} 1
chip_impl_metric{name="tool_warnings",unit=""} 30
chip_impl_metric{name="period_needed",unit="ns"} 3.85
chip_impl_metric{name="ys_async_sr_fraction",unit=""} 0
chip_impl_metric{name="setup.reg_to_reg.worst_slack",unit="ns"} 2.20
chip_impl_metric{name="setup_ws",unit="ns"} 0.249
chip_impl_metric{name="power.switching",unit="uW"} 120
chip_impl_metric{name="worst_r2r_path_depth",unit=""} 3
chip_impl_metric{name="utilization",unit=""} 0.256
chip_impl_info{name="ys.flop_type",value="edfxtp_1"} 1
chip_impl_metric{name="cts.sink_count",unit=""} 10
chip_impl_info{name="worst_hold_path_type",value="reg -> reg"} 1
chip_impl_metric{name="die-area",unit="um^2"} 10600
chip_impl_metric{name="enable_flop_cells",unit=""} 10
chip_impl_metric{name="power.sequential.fraction",unit=""} 0.319
chip_impl_metric{name="number_of_standard_cells_reported_by_yosys",unit=""} 144
chip_impl_metric{name="cell_internal_pwr",unit="uW"} 291
chip_impl_metric{name="finalMaxSlewViolations",unit=""} 0
chip_impl_metric{name="clkPwrFrac",unit=""} 0.230
chip_impl_metric{name="remaining_drc_errors",unit=""} 0
chip_impl_metric{name="top_level_ports",unit=""} 23
chip_impl_metric{name="detailroute.via_count",unit=""} 1113
chip_impl_metric{name="gp_congestion",unit=""} 0.897
chip_impl_info{name="cp-end-kind",value="output port"} 1
chip_impl_metric{name="cts_buffers",unit=""} 3
chip_impl_metric{name="yosys.cell_types.count",unit=""} 49
chip_impl_metric{name="track_usage",unit=""} 0.0582
chip_impl_metric{name="netlist_area",unit="um^2"} 1250
chip_impl_metric{name="critical_path.max_fanout",unit=""} 7
chip_impl_metric{name="clockBufferDepth",unit=""} 2
chip_impl_metric{name="power.density_cell_area",unit="nW/um^2"} 237
chip_impl_metric{name="synthesis.instances",unit=""} 144
chip_impl_metric{name="core-area",unit="um^2"} 6760
chip_impl_info{name="rsz_0062_raised_after_global_routing",value="no"} 1
chip_impl_metric{name="drt_first_iter_violations",unit=""} 64
chip_impl_metric{name="ys_chip_area",unit="um^2"} 1250
chip_impl_metric{name="first_pass_grt_wire_length",unit="um"} 5110
chip_impl_metric{name="post_drt_wl_per_cell",unit="um"} 12.2
chip_impl_metric{name="slew_headroom",unit=""} 0.642
chip_impl_metric{name="synth.avg_cell_area",unit="um^2"} 8.71
chip_impl_metric{name="starting_utilization_of_the_core_area",unit=""} 0.186
chip_impl_metric{name="grt.overflow.total",unit=""} 0
chip_impl_metric{name="cellLeakagePower",unit="nW"} 0.683
chip_impl_info{name="clk_root_buffer_cell",value="clkbuf_8"} 1
chip_impl_info{name="reg.largest.list",value="clkd_rxdata x10"} 1
chip_impl_metric{name="setup_viol_count_final",unit=""} 0
chip_impl_metric{name="ctsHtreeMaxLevel",unit=""} 1
chip_impl_metric{name="worst_pin_slew",unit="ns"} 0.522
chip_impl_metric{name="timing.critical_path.required",unit="ns"} 3.28
chip_impl_metric{name="synth.yosys.seq_area_share",unit=""} 0.240
chip_impl_metric{name="cp.arrival",unit="ns"} 3.03
chip_impl_metric{name="max_clock_freq",unit="GHz"} 0.260
chip_impl_metric{name="grt_start_max_net_pins",unit=""} 20
chip_impl_metric{name="detailedPlace.worstSlack",unit="ns"} -0.273
metrics by stage:
stage          setup TNS [ns]  total power [mW]  std cells  hold slack (ns)  instance area, um^2
4_1_cts                -0.133             0.413        254             1.20                 1710
6_report                    0             0.411        256             1.19                 1730
2_1_floorplan               0             0.242        144            0.919                 1250
3_3_place_gp            -1.22             0.304        245             1.15                 1560
5_1_grt                     0             0.442        256             1.20                 1730
3_5_place_dp            -1.15             0.305        245             1.17                 1560
final cells by class:
type | instances | area (um^2)
fillers | 713 | 5020
multi-input cells | 112 | 870
repair buffers | 47 | 407
flip-flops and latches | 10 | 300
well taps | 80 | 100
clock buffers | 3 | 41.3
inverters | 4 | 15.0
cells in the final DEF, fill, tap and decap left out, drive strengths merged, types with 5 or more instances in the layout:
master and instances:
buf 27, clkdlybuf4s50 14, edfxtp 10, a21oi 10
xor2 9, nor2 9, o21ai 9, nand2 8
nor3 5
cells in the mapped netlist, types with 3 or more instances:
cell type / n / share of area
nor2_1: 8 / 0.024
a21oi_1: 9 / 0.036
nor4_1: 3 / 0.015
buf_6: 3 / 0.027
mux2i_1: 4 / 0.032
ha_1: 4 / 0.040
inv_1: 4 / 0.012
o21a_1: 4 / 0.024
xnor2_1: 3 / 0.021
nor3_1: 4 / 0.016
edfxtp_1: 10 / 0.24
o21ai_0: 7 / 0.028
nor2b_1: 3 / 0.015
buf_2: 4 / 0.016
nand2_1: 8 / 0.024
buf_4: 10 / 0.060
xor2_1: 9 / 0.063
o31ai_1: 3 / 0.018
and2_1: 3 / 0.015
nand3_1: 4 / 0.016
power by group through the flow:
stage | registers [mW] | logic, mW | clock network, mW
finish | 0.131 | 0.186 | 0.0945
global route | 0.133 | 0.204 | 0.105
CTS | 0.131 | 0.185 | 0.0973
worst max-delay path, stage by stage:
cell and delay [ns]:
dlymetal6s2s_1 0.13, buf_6 0.14, buf_4 0.15, a21oi_4 0.18
ha_1 0.27, and2_1 0.17, o32ai_4 0.35, buf_4 0.18
nor2_1 0.04, o31ai_1 0.24, o31ai_1 0.11, dlygate4sd2_1 0.25
cells by family (layout without fill, tap and decap cells):
group / count (synthesis) / after routing / synth area share
xor+xnor: 12 / 12 / 0.0838
mux: 7 / 7 / 0.0619
flops: 10 / 10 / 0.240
buf+inv: 22 / 54 / 0.119
fa+ha+maj: 4 / 4 / 0.0399
compound gates: 43 / 43 / 0.253
simple gates: 46 / 46 / 0.203
how the worst min path moves through the flow:
stage | startpoint | to | slack [ns] | depth (start not counted)
5_1_grt | rxdata[0] | clkd_rxdata[0]$_DFFE_PP_ | 1.20 | 1
4_1_cts | clkd_rxdata[9]$_DFFE_PP_ | clkd_rxdata[9]$_DFFE_PP_ | 1.20 | 2
6_report | clkd_rxdata[9]$_DFFE_PP_ | clkd_rxdata[9]$_DFFE_PP_ | 1.19 | 2
what timing repair did:
action                                  in CTS  in global routing
buffers inserted                             6                  2
gates resized                               17                  3
pin swaps                                    4                  5
gates cloned                                 0                  0
endpoints found under the setup margin       5                  5
metal layers:
metal	vias to the layer above	share of wire	GRT usage
li1	593	-	-
met1	495	0.55	0.0895
met2	23	0.42	0.0882
met3	2	0.032	0.00745
met4	0	0.0026	0.00428
met5	-	0	0
Power and IR drop assume default switching activity.
